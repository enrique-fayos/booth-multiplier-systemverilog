==> flow/design.v <==
module multipli_pipelined
#(parameter int N = 8)
(
	input  logic                        CLOCK,
	input  logic                        RESET,     
	input  logic                        START,
	input  logic signed [N-1:0]         A,B,
	output logic signed [2*N-1:0]       S,
	output logic                        END_MULT
);
parameter int iteraciones = N/2;  
localparam int n_etapas = 1 + 2*iteraciones;  
logic [n_etapas-1:0] start;
logic [n_etapas-1:0] X;
logic signed [n_etapas-1:0][N-1:0] LO,M;
logic signed [n_etapas-1:0][N+1:0] ACCU;
always_ff @(posedge CLOCK or negedge RESET) begin
    if (!RESET) begin
        start    <= '0;
        X        <= '0;
        LO       <= '0;
        M        <= '0;  
        ACCU     <= '0;
    end else begin
        start[0] <= START;
        if (START) begin
            ACCU[0] <= '0;
            LO[0]   <= $signed(A);
            M[0]    <= $signed(B);
            X[0]    <= 1'b0;
        end else begin
            ACCU[0] <= '0;
            LO[0]   <= '0;
            M[0]    <= '0;
            X[0]    <= 1'b0;            
        end
    for (int i = 1; i < n_etapas; i++) begin
        start[i] <= start[i-1];
        if (start[i-1]) begin
            M[i] <= M[i-1];
            if((i%2)==1) begin 
                logic [2:0] q;
                logic signed [N+1:0] Mext;
                q    = {LO[i-1][1:0], X[i-1]};
                Mext = $signed(M[i-1]);
                ACCU[i] <= ACCU[i-1];
                LO[i]   <= LO[i-1];
                X[i]    <= X[i-1];
                unique case (q)
                    3'b000, 3'b111: ACCU[i] <= ACCU[i-1];                 
                    3'b001, 3'b010: ACCU[i] <= ACCU[i-1] + Mext;         
                    3'b011:         ACCU[i] <= ACCU[i-1] + (Mext <<< 1);  
                    3'b100:         ACCU[i] <= ACCU[i-1] - (Mext <<< 1);
                    3'b101, 3'b110: ACCU[i] <= ACCU[i-1] - Mext;         
                    default:        ACCU[i] <= ACCU[i-1];                    
                endcase
                end
            else begin
                {ACCU[i], LO[i], X[i]} <= $signed({ACCU[i-1], LO[i-1], X[i-1]}) >>> 2;
                end
                end 
        else begin
            ACCU[i] <= '0;
            LO[i]   <= '0;
            M[i]    <= '0;
            X[i]    <= 1'b0;               
            end
        end 
    end
end
assign END_MULT = start[n_etapas-1];
assign S = {ACCU[n_etapas-1][N-1:0],LO[n_etapas-1]};
endmodule
==> flow/run.sh <==
#!/bin/bash
# OpenROAD 26Q1-2900-gdf79404cd8, Yosys 0.63+post, stock flow scripts
make -C /OpenROAD-flow-scripts/flow DESIGN_CONFIG=/design/flow/config.mk WORK_HOME=/design/flow/orfs finish
==> flow/config.mk <==
export PLATFORM = sky130hd
export DESIGN_NAME = multipli_pipelined
export DESIGN_NICKNAME = multipli_pipelined
export VERILOG_FILES = /design/flow/design.v
export SDC_FILE = /design/flow/constraint.sdc
export NUM_CORES = 4
export LEC_CHECK = 1
export CORE_UTILIZATION = 30
export SYNTH_HDL_FRONTEND = slang
==> flow/constraint.sdc <==
current_design multipli_pipelined

set clk_period 4.9
set clk_io_pct 0.2

create_clock -name clk0 -period $clk_period [get_ports {CLOCK}]

set non_clock_inputs [all_inputs -no_clocks]
set_input_delay [expr $clk_period * $clk_io_pct] -clock clk0 $non_clock_inputs
set_output_delay [expr $clk_period * $clk_io_pct] -clock clk0 [all_outputs]
==> summary.txt <==
Implementation run completed; key figures follow.

STA:
- The run gives the setup slack after layout as 1257 ps.
- Setup repair after global routing left no endpoint under its margin.
- The run gives the final tally of max-slew violations as 0.
- Adding up every negative setup slack in the final design gives 0 ps.
- The smallest clock period supported by the final layout is computed as approximately 3600 ps.
- The run puts the worst slack on hold paths at roughly 450 ps.
- The run puts the count of endpoints failing setup in the final report at 0.
- The run gives the normalized max-slew margin as between 40% and 50%.
- At the pin with the least slew margin, the transition time is 883.9 ps.
- The run gives the clock tree skew after final layout as between 8 and 9 ps.
- The run gives the fraction of the cycle the final worst path needs as 74.34%.
- The run gives the maximum operating frequency as 274.5 MHz.
- The final timing report lists a hold violation count of 0.

Power and ir drop:
- The run puts the leakage power at between 5 and 6 nW.
- The run gives the worst IR drop on VDD as 0.2281 mV.
- The run puts the power share of the combinational group at 11.6%.
- Summing internal, switching and leakage power gives 3.965 mW.
- The run puts the areal power density over the cells at 332.1 nW/um^2.
- The run gives the proportion of total power due to net switching as 23.54%.
- The run gives the internal power as between 3 and 4 mW.
- The run puts the share of total power in the clock network at 43.1%.
- The run gives the fraction of power consumed by sequential logic as 45.2%.
- The run puts the power dissipated by switching net loads at 0.9332 mW.

Setup path:
- The run gives the startpoint type of the worst setup path as a flop.
- By startpoint and endpoint, the worst setup path is classified as reg -> reg.
- In this run the critical path is formed by xor2_1 > nand2_1 > mux2i_1 > fa_1 > a21oi_1 > o21ai_0 > or4_1 > a31oi_1 > xor2_1 > nor2_1 > o31a_1.
- The run gives the count of cells along the worst register-to-register path as 11.
- The run puts the critical path's largest stage delay at 730 ps.
- The largest individual stage delay along the critical path comes from the cell sky130_fd_sc_hd__xor2_1.
- Data arrives at the worst endpoint at ~4000 ps.
- The run gives the endpoint class of the critical path as a flop.
- Per the timing report, the most critical flop-to-flop path originates at LO[48].
- The OpenROAD report gives the critical path a required time of 5280 ps.
- The run gives the largest delay contributor family on the critical path as XOR/XNOR gates.
- The run gives the worst-path maximum fanout as 10.
- Per the post-run analysis, buffers plus inverters along the critical path come to 0.
- The run gives the most prevalent standard cell on the critical path as sky130_fd_sc_hd__xor2_1.
- The setup check on the worst reg-to-reg path leaves a slack of 1260 ps.
- Per the timing report, the most critical flop-to-flop path finishes at ACCU[78].

Finish:
- In this run the layout overhead on the synthesized area is reported as 14.28%.
- The run gives the post-route cell area as between 10,000 and 15,000 sq um.
- The run gives the number of fillers in the final layout as 3,350.
- The most common logic cell in the final layout is sky130_fd_sc_hd__dfrtp_1.
- The run gives the tally of non-filler cells in the final layout as between 1k and 1.5k.
- Leaving out fill and tap cells, the most frequent cells in the layout are 207 x sky130_fd_sc_hd__dfrtp_1, 165 x sky130_fd_sc_hd__and2_1, 81 x sky130_fd_sc_hd__nor2_1, 76 x sky130_fd_sc_hd__xnor2_1, 55 x sky130_fd_sc_hd__ha_1.
- Measured on the finished design, the core utilization comes to 35.25%.
- The post-route netlist has 5.825% of its cells at a drive strength greater than 1.

Worst hold path:
- Looking at the hold checks, the worst path lands on S[5].
- Counting instances, the worst hold path has a depth of 1.
- STA reports the tightest min-delay check as being of type reg -> reg.
- The run gives the launch instance of the worst min-delay path as LO[63].

Clocking:
- The run puts the buffer count from post-CTS setup fixing at 0.
- The run gives the CTS tree as yes.
- The run gives the later-pin clock latency in the skew report as around 500 ps.
- The run puts the number of buffers created by CTS at 22.
- Per the CTS log, the root buffer master is sky130_fd_sc_hd__clkbuf_16.
- The run gives the total clock sinks as roughly 210.
- The run gives the depth of the CTS H-tree as 1.
- Post-CTS repair ended up resizing 0 cells.
- The run puts the clock-pin transition on the worst setup and hold timing paths at 60 ps.
- The longest clock path from root to sink contains 3 buffers.
- The run puts the hold-fix buffer count after cts at 0.

Run status:
- The flow ran to the end, and the final reports show no timing, DRC or antenna violations.

Synth:
- The run puts the proportion of register bits with asynchronous set or reset after synthesis at 100.0%.
- The run gives the count of mapped cells out of synthesis as 995.
- The run gives the synthesized chip area reported by yosys as 10,450 sq um.
- In this run the mean area of a mapped cell was 10.50 sq um.
- The run puts the count of unique library cells instantiated by Yosys at 65.
- The synthesized design contains 0 enable-type register cells.
- The run puts the number of standard cells reported by yosys at 995.
- The main area contributors are sky130_fd_sc_hd__dfrtp_1 50%, sky130_fd_sc_hd__and2_1 9.9%, sky130_fd_sc_hd__ha_1 6.6%.
- The run puts the total of warnings raised by yosys at 0.
- The synthesis stat section lists a flop and latch total of 207.
- The run puts the share of the yosys chip area belonging to registers at ~50%.
- Sorting the Yosys area breakdown by cell type puts at the top sky130_fd_sc_hd__dfrtp_1.
- The run puts the portion of synthesized cell area occupied by the leading cell type at between 40% and 50%.
- The run gives the mapped cell area as approximately 10,000 sq um.
- The run gives the most frequently used flop master after synthesis as sky130_fd_sc_hd__dfrtp_1.

Floorplanning:
- The run puts the floorplan utilization at 30.84%.
- The run puts the total I/O pin count at 36.
- The run puts the width of the die at approximately 190 um.
- The run puts the die height at approximately 190 um.
- The run puts the total die size at 35,570 sq um.
- The run gives the core box area as 33,870 sq um.
- The run gives the count of standard-cell rows as 67.

Placement:
- Port buffering added 35 buffers.
- The post-placement cell area is between 10,000 and 15,000 sq um.
- The run puts the post-placement cell count at 1,439.
- For this run the detailed placement stage logged an HPWL of 13.13 mm.
- The run puts the pre-CTS setup slack at 1279 ps.
- The run puts the placer congestion estimate at a little under 0.9.

Routing:
- Once iteration 0 of detailed routing completed, the report listed 276 DRC markers.
- The run puts the DRC violation count after routing at 0.
- The run puts the first-pass iteration count of the detailed router at 5.
- The run gives the antenna violation net count after detailed routing as 0.
- Per the detail_route report, inserted antenna diodes total 0.
- The run gives the number of vias in the routed layout as between 6k and 7k.
- The run gives the mean routed wirelength per cell as 12.26 um.
- The run gives the post-detailed-route via-to-cell ratio as 4.419.
- For this block, the routed nets add up to 18.13 mm of wire.

Global route:
- The run gives the global-route wire length before repair as 31.72 mm.
- Entering global routing, the biggest net connects 131 pins.
- The run puts the global router's overall resource usage at 10.99%.
- The run puts the final global-route overflow total at 0.
- The number of antenna violations at the first check in global routing came to 0.
- The run gives the via count of the first global-routing pass as 6,510.

Job:
- Warnings raised by the tools during the run amount to 27.
- The run gives the max-capacitance violation count as 0.
[power by group through the flow]
stage         sequential (mW)  combinational (mW)  clock (mW)
CTS                      1.79               0.466        1.77
global route             1.80               0.522        1.84
finish                   1.79               0.461        1.71
[worst register-to-register path: stages, from the launching register on]
cell                      delay [ps]
sky130_fd_sc_hd__dfrtp_1         430
sky130_fd_sc_hd__xor2_1          730
sky130_fd_sc_hd__nand2_1         250
sky130_fd_sc_hd__mux2i_1         210
sky130_fd_sc_hd__fa_1            460
sky130_fd_sc_hd__a21oi_1         190
sky130_fd_sc_hd__o21ai_0         160
sky130_fd_sc_hd__or4_1           430
sky130_fd_sc_hd__a31oi_1         200
sky130_fd_sc_hd__xor2_1          180
sky130_fd_sc_hd__nor2_1           60
sky130_fd_sc_hd__o31a_1          230
[worst max path at each step]
stage	endpoint	start	slack, ps	cells past startpoint
5_1_grt	ACCU[78]	LO[48]	920	12
6_report	ACCU[78]	LO[48]	1260	11
4_1_cts	ACCU[78]	LO[48]	1250	11
[cell families (layout without fill, tap and decap cells)]
family | count (synthesis) | after routing | share of synthesized area (%)
multiplexers | 8 | 8 | 0.8025
buffers and inverters | 73 | 108 | 3.390
XOR/XNOR | 98 | 98 | 8.217
AND/OR/NAND/NOR | 402 | 402 | 21.22
AND-OR/OR-AND | 146 | 146 | 9.043
adder cells (fa/ha/maj) | 61 | 61 | 7.737
flip-flops | 207 | 207 | 49.59
[registers in the layout, indices dropped and copies added, names as in the netlist]
| signal | flops |
|---|---|
| start | 9 |
| ACCU | 64 |
| S | 16 |
| M | 56 |
| X | 3 |
| LO | 59 |
[area by class of cell]
type	instances	area, sq um	share of cell area (%)
clock buffer	30	631.9	5.293
clock inverter	9	132.6	1.111
inverter	27	101.3	0.8490
multi-input combinational	715	4912	41.15
sequential	207	5180	43.39
tap	448	560.5	4.696
timing repair buffer	42	419.2	3.511
[cells in the mapped netlist, types with 2 or more instances]
master,count
sky130_fd_sc_hd__a2111oi_0,2
sky130_fd_sc_hd__a211oi_1,6
sky130_fd_sc_hd__a21boi_0,2
sky130_fd_sc_hd__a21o_1,3
sky130_fd_sc_hd__a21oi_1,38
sky130_fd_sc_hd__a22oi_1,10
sky130_fd_sc_hd__a31oi_1,5
sky130_fd_sc_hd__and2_1,165
sky130_fd_sc_hd__and3_1,7
sky130_fd_sc_hd__buf_2,2
sky130_fd_sc_hd__buf_4,16
sky130_fd_sc_hd__clkbuf_1,25
sky130_fd_sc_hd__dfrtp_1,207
sky130_fd_sc_hd__fa_1,6
sky130_fd_sc_hd__ha_1,55
sky130_fd_sc_hd__inv_1,27
sky130_fd_sc_hd__mux2_2,3
sky130_fd_sc_hd__mux2i_1,5
sky130_fd_sc_hd__nand2_1,39
sky130_fd_sc_hd__nand2b_1,9
sky130_fd_sc_hd__nand3_1,19
sky130_fd_sc_hd__nor2_1,81
sky130_fd_sc_hd__nor2b_1,32
sky130_fd_sc_hd__nor3_1,22
sky130_fd_sc_hd__nor3b_1,6
sky130_fd_sc_hd__nor4_1,2
sky130_fd_sc_hd__nor4_2,2
sky130_fd_sc_hd__o2111ai_1,5
sky130_fd_sc_hd__o211ai_1,5
sky130_fd_sc_hd__o21a_1,9
sky130_fd_sc_hd__o21ai_0,30
sky130_fd_sc_hd__o21ba_2,2
sky130_fd_sc_hd__o21bai_1,3
sky130_fd_sc_hd__o22ai_1,7
sky130_fd_sc_hd__o31a_1,3
sky130_fd_sc_hd__o31ai_1,3
sky130_fd_sc_hd__o41ai_1,3
sky130_fd_sc_hd__or3_1,2
sky130_fd_sc_hd__or3_4,3
sky130_fd_sc_hd__or4_1,3
sky130_fd_sc_hd__xnor2_1,76
sky130_fd_sc_hd__xor2_1,22
[metal layers]
metal	wire length [um]	track usage, %
met5	0	0
met4	454	2.450
met3	558	1.540
met2	8976	18.92
met1	8136	14.96
Power figures rest on the tool's default switching activity, not on a simulated workload.
